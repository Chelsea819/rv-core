$ cat /design/flow/run.sh
#!/bin/bash
# OpenROAD 26Q1-2900-gdf79404cd8, Yosys 0.63+post, stock flow scripts
make -C /OpenROAD-flow-scripts/flow DESIGN_CONFIG=/design/flow/config.mk WORK_HOME=/design/flow/orfs finish
$ cat /design/flow/config.mk
export PLATFORM = sky130hd
export DESIGN_NAME = ysyx_23060025_icache
export DESIGN_NICKNAME = ysyx_23060025_icache
export VERILOG_FILES = /design/flow/design.v
export SDC_FILE = /design/flow/constraint.sdc
export NUM_CORES = 4
export LEC_CHECK = 1
export CORE_UTILIZATION = 50
$ cat /design/flow/constraint.sdc
current_design ysyx_23060025_icache

set clk_period 35.7
set clk_io_pct 0.2

create_clock -name clk0 -period $clk_period [get_ports {clock}]

set non_clock_inputs [all_inputs -no_clocks]
set_input_delay [expr $clk_period * $clk_io_pct] -clock clk0 $non_clock_inputs
set_output_delay [expr $clk_period * $clk_io_pct] -clock clk0 [all_outputs]
$ cat /design/flow/design.v
module ysyx_23060025_icache #(parameter ADDR_WIDTH = 32, DATA_WIDTH = 32, CACHE_LINE_ADDR_W = 2, CACHE_WAY_ADDR_W = 1, CACHE_LINE_OFF_ADDR_W = 4)(
	input         		clock,
	input         		reset,
	input  [31:0] 		in_paddr,	 
	input         		in_psel,	 
	output 	        	in_pready,	 
	output 	 [31:0] 	in_prdata,	 
	input         		in_fence_flag,	 
	output     [31:0]	out_paddr	,
	output 	         	out_psel	,
	output 	  	[7:0]  	out_arlen	,
	output 	  	[2:0]   out_arsize	,
	input        		out_rvalid	,
	input           	out_rlast	,
	input   	[31:0] 	out_rdata	
);
	localparam	[1:0]	STATE_IDLE = 2'b00, STATE_CHECK = 2'b01, STATE_LOAD = 2'b10, STATE_FENCE = 2'b11;
	parameter	CACHE_LINE_W = (2 ** CACHE_LINE_OFF_ADDR_W)*8;
	parameter	CACHE_LINE_NUM = 2 ** CACHE_LINE_ADDR_W;
	parameter	TAG_W = ADDR_WIDTH-CACHE_LINE_ADDR_W-CACHE_LINE_OFF_ADDR_W;
	parameter	CACHE_VALID_W = 1;
	parameter	PASS_TIMES = (2 ** CACHE_LINE_OFF_ADDR_W) / 4;
	wire state_check = (con_state == STATE_CHECK);
	wire [31:0]  raddr     = in_paddr;
	reg random_data;
	always @(posedge clock) begin
		if(reset) begin
			random_data <= 0;
		end else if(con_state != STATE_LOAD) begin
			random_data <= random_data ^ 1;
		end
	end
	reg	[1:0] con_state;
	reg	[1:0] next_state;
	reg	[CACHE_LINE_W-1:0]	cache_reg_way_0	[CACHE_LINE_NUM-1:0];
	reg	[CACHE_LINE_W-1:0]	cache_reg_way_1	[CACHE_LINE_NUM-1:0];
	reg	[TAG_W+CACHE_VALID_W-1:0]			cache_tag_way_0	[CACHE_LINE_NUM+CACHE_VALID_W-1:0];
	reg	[TAG_W+CACHE_VALID_W-1:0]			cache_tag_way_1	[CACHE_LINE_NUM+CACHE_VALID_W-1:0];
	wire [TAG_W-1:0]					addr_tag	= raddr[ADDR_WIDTH-1:CACHE_LINE_OFF_ADDR_W+CACHE_LINE_ADDR_W];
	wire [CACHE_LINE_ADDR_W-1:0]		addr_index	= raddr[CACHE_LINE_OFF_ADDR_W+CACHE_LINE_ADDR_W-1:CACHE_LINE_OFF_ADDR_W];
	wire [CACHE_LINE_OFF_ADDR_W-1:0]	addr_off	= raddr[CACHE_LINE_OFF_ADDR_W-1:0];
	wire check_hit_0 					= (addr_tag == cache_tag_way_0[addr_index][TAG_W-1:0] && cache_tag_way_0[addr_index][TAG_W+CACHE_VALID_W-1] == 1);
	wire check_hit_1 					= (addr_tag == cache_tag_way_1[addr_index][TAG_W-1:0] && cache_tag_way_1[addr_index][TAG_W+CACHE_VALID_W-1] == 1);
	wire check_hit = check_hit_0 | check_hit_1;
	wire [CACHE_LINE_W-1:0] cache_line_data	= check_hit_0 ? cache_reg_way_0[addr_index] >> ({addr_off, 3'b0}) : cache_reg_way_1[addr_index] >> ({addr_off, 3'b0});
	wire [DATA_WIDTH-1:0] 	prdata			= cache_line_data[DATA_WIDTH-1:0];
	wire [ADDR_WIDTH-1:0] 	load_raddr = {addr_tag, addr_index, {(ADDR_WIDTH-TAG_W-CACHE_LINE_ADDR_W){1'b0}}};
	wire [2:0] 			  	load_rsize = 3'b010;
	wire [7:0] 				load_rlen  = PASS_TIMES - 1;
	always @(posedge clock) begin
		if (reset) begin
			con_state <= 0;
		end else begin
			con_state <= next_state;
		end
	end
	always @(*) begin
		next_state = con_state;
		case (con_state)
			STATE_IDLE: begin
				if(in_psel) begin
					next_state = STATE_CHECK;
				end else if(in_fence_flag) begin
					next_state = STATE_FENCE;
				end
			end
			STATE_CHECK: begin
				if(check_hit & in_psel) begin
					next_state = STATE_CHECK;
				end else if(check_hit) begin
					next_state = STATE_IDLE;
				end else begin
					next_state = STATE_LOAD;
				end
			end
			STATE_LOAD: begin
				if(out_rvalid && out_rlast) begin
					next_state = STATE_IDLE;
				end 
			end
			STATE_FENCE: begin
				next_state = STATE_IDLE;
			end
		endcase
	end
	integer j;
	always @(posedge clock) begin
		if(out_rvalid) begin
			if(~random_data) begin
				cache_reg_way_0[addr_index] <= cache_reg_way_0[addr_index] >> 32 | {out_rdata, {(CACHE_LINE_W-32){1'b0}}};
			end else begin
				cache_reg_way_1[addr_index] <= cache_reg_way_1[addr_index] >> 32 | {out_rdata, {(CACHE_LINE_W-32){1'b0}}};
			end
		end
	end
	always @(posedge clock) begin
		if(out_rvalid & out_rlast) begin
			if(~random_data) begin
				cache_tag_way_0[addr_index] <= {1'b1, addr_tag};
			end else begin
				cache_tag_way_1[addr_index] <= {1'b1, addr_tag};
			end
		end else if(next_state == STATE_FENCE) begin
			for (j = 0; j < CACHE_LINE_NUM; j = j + 1) begin
				cache_tag_way_0[j][TAG_W+CACHE_VALID_W-1] <= 0;  
				cache_tag_way_1[j][TAG_W+CACHE_VALID_W-1] <= 0;  
			end
		end
	end
	reg r_last_valid;
	always @(posedge clock) begin
		if(reset) begin
			r_last_valid <= 0;
		end else begin
			r_last_valid <= out_rvalid & out_rlast;
		end
	end
	assign out_arsize = load_rsize;
	assign out_arlen = load_rlen;
	assign out_psel = (con_state == STATE_LOAD);
	assign out_paddr = load_raddr;
	assign in_pready = r_last_valid | (state_check & check_hit);
	assign in_prdata = prdata;
endmodule
==> flow_metrics.py <==
# Physical implementation metrics
metrics = {
    "drt": {
        "drt_iter0_markers": 1644,
        "viasPerCell": 6.13,
        "n_antenna_cell": 0,
        "drtAntennaViolNets": 0,
        "firstDrtPassIters": 6,
        "wl_mm": 112,
        "wl_per_cell_um": 27.8,
        "vias": 24800,
        "drc": 0,
    },
    "setup_path": {
        "cp_common_cell": "buf_4",
        "crit_required_ns": 28.56,
        "start_kind": "input pin",
        "critPathCaptureType": "output port",
        "critical_path.max_stage_delay_ns": 0.86,
        "crit_path_top_delay_cell": "or4b_4",
        "worstPathArrival_ns": 13.51,
        "crit_type": "in -> out",
        "crit_fanout": 77,
        "critPathBufInv": 5,
        "path_delay_family": "buffers and inverters",
        "path_cells": "buf_8 -> buf_4 -> mux4_2 -> xnor2_1 -> nand4_1 -> or4_1 -> or4b_4 -> buf_4 -> buf_4 -> mux2i_1 -> mux2i_1 -> o21ai_0 -> a211oi_1 -> clkdlybuf4s50_1",
    },
    "cells_and_area": {
        "fin_util_pct": 57.4,
        "final_cells": 4044,
        "drive_gt1_share_pct": 22.3,
        "fillers": 7121,
        "area_delta_synth_final_pct": 13.6,
    },
    "global_route": {
        "grt_remaining_overflow": 0,
        "grt_pass1_vias": 27000,
        "grt_pass1_wl_mm": 170,
        "track_usage_pct": 25.4,
        "grt_max_degree": 81,
        "antenna_found_initial": 2,
    },
    "clock_tree": {
        "cts_buffers": 132,
        "cts_sinks": 1248,
        "cts_resized": 0,
        "clk_pin_slew_worst_paths_ns": 0.06,
        "clock_latency_ns": 0.74,
        "cts_tree": "built",
        "hold_buffers": 0,
        "clockBufferDepth": 3,
        "cts_setup_buffers": 0,
        "htree_levels": 4,
        "cts_root_buffer": "clkbuf_16",
    },
    "status": {
        "status": "complete, no violations",
    },
    "synth": {
        "synth_area_sq_um": 50600,
        "synth_chip_area_sq_um": 50600,
        "synth-async-reset-ratio_pct": 0,
        "netlist.area_leader.share_pct": 73.1,
        "synthDistinctLibCells": 63,
        "synth_cells": 2471,
        "synth_warnings": 1,
        "top_cell": "edfxtp_1",
        "ys.flop_type": "edfxtp_1",
        "common_cells": "edfxtp_1, mux4_2, mux2i_1, nand2_1, clkbuf_1",
        "synth-seq-cells": 1248,
        "top_area_cell": "edfxtp_1",
        "edf_count": 1232,
        "avgSynthCellArea_sq_um": 20.5,
        "area_leaders": "edfxtp_1, mux4_2, mux2i_1",
        "ys_seq_share_pct": 73.8,
        "synth_stat.cells": 2471,
    },
    "floorplanning": {
        "die-area_sq_um": 102000,
        "fp-utilization_pct": 50.5,
        "row_count": 116,
        "die_y_um": 320,
        "dieWidth_um": 320,
        "io_pins": 147,
        "coreArea_sq_um": 100000,
    },
    "final_timing": {
        "fin_crit_ns": 20.65,
        "timing.fmax_mhz": 48.4,
        "fin_skew_ns": 0.0226,
        "worst_pin_slew_ns": 1.08,
        "fin_tns_setup_ns": 0,
        "finalSetupViolations": 0,
        "hold_violations": 0,
        "finalCritPeriodShare_pct": 57.8,
        "final_max_slew_viol_count": 0,
        "rsz0062_at_grt": "no",
        "slew_headroom_pct": 27.3,
    },
    "placed_design": {
        "place_congestion": 0.906,
        "hpwlAfterDp_mm": 64.6,
        "dp.cells": 3805,
        "io_buffers": 131,
    },
    "job": {
        "warnings": 26,
        "max_cap_viol_count": 0,
    },
    "hold_path": {
        "hold_class": "reg -> reg",
    },
    "power_and_ir_drop": {
        "vdd_ir_drop_max_uv": 44.5,
        "p_leak_nw": 19.1,
        "power_density_nw_per_um2": 55.7,
    },
}
-- registers in the layout, summed over array words and instances (netlist names), named ones only --
register and cells:
cache_reg_way_0 512, cache_tag_way_1 108, con_state 4, cache_tag_way_0 108, cache_reg_way_1 512, random_data 1, r_last_valid 1
-- tightest hold or removal path, stage by stage (launching register included) --
cell     delay, ns
dfxtp_1       0.32
nor2_1        0.05
nor2_1        0.07
-- layout make-up --
cell class	count	area, sq um	share of cell area, %
Sequential cell	1248	37300	65.0
Multi-Input combinational cell	1051	12400	21.7
Clock buffer	174	3550	6.17
Timing Repair Buffer	203	1910	3.33
Tap cell	1298	1620	2.83
Clock inverter	65	586	1.02
Inverter	5	18.8	0.0327
-- cell families (layout without fill, tap and decap cells) --
group | Yosys count | after routing | share of synthesized area [%]
xor+xnor | 54 | 54 | 0.935
buf+inv | 185 | 447 | 1.92
simple gates | 261 | 261 | 2.37
flops | 1248 | 1248 | 73.8
mux | 549 | 549 | 18.6
other cells | 2 | 15 | 0.0148
compound gates | 172 | 172 | 2.42
-- metal layers --
layer	track usage [%]	share of wire, %	vias to the layer above
met2	35.6	47	1545
li1	-	-	10600
met1	37.9	36	12400
met5	0	0.019	-
met4	6.14	3.0	4
met3	15.7	14	243
-- path summary, 6_finish.rpt --
path | endpoint | start | slack [ns] | cells after the start
min reg2reg | cache_tag_way_1[2][26]$_SDFFE_PP0P_ | cache_tag_way_1[2][26]$_SDFFE_PP0P_ | 0.47 | 2
max reg2reg | cache_tag_way_0[2][26]$_SDFFE_PP0P_ | cache_tag_way_0[0][0]$_DFFE_PP_ | 31.80 | 10
max | in_prdata[9] | in_paddr[5] | 15.05 | 14
min | cache_tag_way_1[2][26]$_SDFFE_PP0P_ | cache_tag_way_1[2][26]$_SDFFE_PP0P_ | 0.47 | 2
-- stage by stage --
step | hold WS (ns) | setup WS (ns) | total power, mW | cell area, sq um
6_report | 0.469 | 15.05 | 3.20 | 57400
5_1_grt | 0.506 | 14.78 | 3.31 | 57400
4_1_cts | 0.477 | 15.07 | 3.23 | 57400
3_5_place_dp | 0.464 | 15.10 | 1.93 | 53300
3_3_place_gp | 0.444 | 15.15 | 1.93 | 53300
2_1_floorplan | 0.435 | 16.69 | 1.84 | 50600
-- report_power, final --
group | leakage, nW | switching [mW] | total, mW | internal (mW)
Sequential | 11.3 | 0.00882 | 1.67 | 1.66
Combinational | 5.77 | 0.138 | 0.228 | 0.0903
Clock | 2.01 | 0.535 | 1.30 | 0.765
Total | 19.1 | 0.682 | 3.20 | 2.52
-- placed cells by master, fill, tap and decap left out, drive strengths merged, types with 14 or more instances in the layout --
cell | netlist | routed
mux2 | 18 | 18
nand3 | 23 | 23
xor2 | 18 | 18
nor2 | 68 | 68
inv | 5 | 14
o21ai | 21 | 21
clkdlybuf4s50 | 0 | 126
nor3 | 16 | 16
mux2i | 221 | 221
mux4 | 310 | 310
conb | 2 | 15
a21oi | 25 | 25
nand2 | 93 | 93
edfxtp | 1232 | 1232
clkbuf | 72 | 174
a22oi | 14 | 14
o22ai | 27 | 27
clkinv | 0 | 46
xnor2 | 36 | 36
dfxtp | 16 | 16
buf | 108 | 77
o211ai | 14 | 14
Power is estimated from default activity; no workload was simulated.
