==> design/flow/design.v <==
module ysyx_23060025_RegisterFile #(parameter REG_NUM = 16, DATA_WIDTH = 32)(
	input								clock		,
	input		[DATA_WIDTH - 1:0]		wdata	,
	input	    [4:0]					rsc1	,
	input	    [4:0]					rsc2	,
	input	    [4:0]					rd		,
	input								reset	,
	input								regWrite,
	output		[DATA_WIDTH - 1:0]		r_data1	,
	output		[DATA_WIDTH - 1:0]		r_data2	
);
	reg [DATA_WIDTH - 1:0] rf [REG_NUM - 2:0];
	always @(posedge clock) begin
		if (regWrite && rd != 0) rf[rd[3:0]-1] <= wdata;
	end
	assign r_data1 = rf[rsc1[3:0]-1];
	assign r_data2 = rf[rsc2[3:0]-1];
endmodule
==> design/flow/run.sh <==
#!/bin/bash
# OpenROAD 26Q1-2900-gdf79404cd8, Yosys 0.63+post, stock flow scripts
make -C /OpenROAD-flow-scripts/flow DESIGN_CONFIG=/design/flow/config.mk WORK_HOME=/design/flow/orfs finish
==> design/flow/config.mk <==
export PLATFORM = sky130hd
export DESIGN_NAME = ysyx_23060025_RegisterFile
export DESIGN_NICKNAME = ysyx_23060025_RegisterFile
export VERILOG_FILES = /design/flow/design.v
export SDC_FILE = /design/flow/constraint.sdc
export NUM_CORES = 4
export LEC_CHECK = 1
export CORE_UTILIZATION = 30
==> design/flow/constraint.sdc <==
current_design ysyx_23060025_RegisterFile

set clk_period 17.4
set clk_io_pct 0.2

create_clock -name clk0 -period $clk_period [get_ports {clock}]

set non_clock_inputs [all_inputs -no_clocks]
set_input_delay [expr $clk_period * $clk_io_pct] -clock clk0 $non_clock_inputs
set_output_delay [expr $clk_period * $clk_io_pct] -clock clk0 [all_outputs]
==> results_slide.txt <==
Implementation Results

Outcome
  • Status: finished, final reports clean

Clock network
  • Cts hold-fix bufs: 0
  • Post-CTS Setup Bufs: 0
  • Clk buf depth: 3
  • CTS clk-pin slew, worst paths: 0.06 ns
  • TritonCTS Sinks: 480
  • Num CTS Buffers: 48
  • CTS resizes: 0
  • CTS tree: built
  • CTS H-tree depth: 2
  • Root Driver: clkbuf_16

Floorplanning
  • Die ar.: 75100 um2
  • Die X-Extent: 274 um
  • Total core area: 73100 um2
  • Die Height: 274 um
  • Io pins: 114
  • Fp_density: 0.304
  • FP Rows: 99

Layout
  • Area occupied by registers: 14400 um2
  • Comb gate area: 7490 um2
  • Synth-to-layout area growth: 17.1%
  • Share of cells above drive strength 1: 0.282
  • Layout Cells excl Fill: 2291
  • Largest register FFs: 480
  • Number of fill cells: 6674

Placement
  • Dpl hpwl: 30800 um
  • Cells after DPL: 2205
  • Placer Congestion: 0.780
  • # port buffers: 109

Setup path
  • Arr. time, crit path: 7.94 ns
  • CP Capture Point: r_data1[0]
  • Crit path capture type: primary output
  • Worst EP required: 13.92 ns
  • Crit path launch: rsc1[0]
  • Crit-path max FO: 54
  • WS Path Type: input port to primary output
  • CP Launch Type: input port

Synthesis
  • Top cells by area: edfxtp_1 65%, mux4_2 19%, a22oi_2 3.3%
  • Registers, synthesis: 480
  • Post-synth ARST share: 0
  • Yosys chip area: 22200 um2
  • Dominant cell area share: 0.650
  • Synth warnings: 1
  • Gate Count Post-Synth: 1192
  • Ys cells: 1192
  • Most used DFF post-synth: edfxtp_1
  • Cell taking the most area after synthesis: edfxtp_1
  • Seq share, synth: 0.650
  • Post-synth EDFFs: 480
  • Unique cell types: 29
  • Synth Cell Area: 22200 um2
  • Avg Inst Size Synth: 18.6 um2

Worst hold path
  • WHS Path Cells: 1
  • Hold crit path type: input port to register

Global routing
  • Vias in the first global route: 13.9k
  • Initial antenna violation count: 5
  • Global-route wire length before repair: 86600 um
  • Largest net degree at the start of global routing: 74
  • Total Routing Usage GR: 0.170
  • Total gr overflow: 0

Drt
  • Total number of vias: 12.4k
  • Routed len/inst: 25.6 um
  • First-pass detailed-route iteration total: 22
  • Final Routed Wirelength: 58600 um
  • Vias/cell: 5.40
  • DRC violations left: 0
  • Initial DRC count: 650
  • Routed Antenna Nets: 0

Power and ir drop
  • Pwr dens: 101 nW/um2
  • Leak: 0.00807 uW
  • Max rail drop VDD: 0.0740 mV

Final timing
  • RSZ-0062 raised after global routing: false
  • Setup violators final: 0
  • Slew HR: 0.431
  • Final max-slew violation count: 0
  • Worst slew pin tran: 0.846 ns
  • Fmax: 0.0876 GHz
  • Final Cycle Share: 0.656
  • Setup_tns: 0 ns
  • Fin crit period: 11.42 ns
  • Final hold viol count: 0

Run
  • Max-cap violations: 0
  • Tool Warnings: 29
## worst min path at each step
stage,to,from
CTS,rf[1][16],wdata[16]
global route,rf[14][0],wdata[0]
finish,rf[1][16],wdata[16]
## power by group
| group | leakage, uW | internal, uW | switching [uW] |
|---|---|---|---|
| clock | 0.000712 | 572 | 407 |
| sequential | 0.00434 | 1300 | 8.65 |
| combinational | 0.00302 | 161 | 184 |
## metrics by stage
stage                     power, uW  area (um2)   util  hold slack, ns  worst slack, ns
final                          2630       26000  0.355            3.79             5.98
after global routing           2730       26000  0.355            3.85             5.67
after CTS                      2660       26000  0.355            3.78             5.91
after detailed placement       1680       24500  0.335            4.37             5.89
after global placement         1680       24500  0.335            4.37             5.95
after floorplan                1520       22200      -            3.58             8.08
## layout make-up
type                            count  area share
Clock buffer                       64      0.0494
Antenna cell                        1   0.0000963
Clock inverter                     21     0.00722
Timing Repair Buffer              146      0.0535
Inverter                            4    0.000578
Sequential cell                   480       0.555
Tap cell                          959      0.0462
Multi-Input combinational cell    616       0.288
## cells in the final DEF, fill, tap and decap left out, drive strengths merged, types with 3 or more instances in the layout
cell / Yosys / layout
mux2i: 64 / 64
nand2: 129 / 129
buf: 63 / 37
o211ai: 64 / 64
nor2: 12 / 12
nand3: 65 / 65
a22oi: 64 / 64
clkdlybuf4s50: 0 / 107
nor3: 3 / 3
bufinv: 0 / 4
edfxtp: 480 / 480
clkinv: 0 / 17
inv: 4 / 4
mux4: 192 / 192
clkbuf: 29 / 66
## worst max-delay path, stage by stage
cell,delay (ns)
clkbuf_8,0.56
inv_1,0.11
ha_1,0.33
xor2_4,0.65
buf_4,0.67
buf_4,0.70
mux4_2,0.41
a22oi_1,0.24
nand3_1,0.22
clkdlybuf4s50_1,0.48
## cells in the mapped netlist (all sizes together), types with 3 or more instances
| master | count |
|---|---|
| edfxtp | 480 |
| mux4 | 192 |
| nand2 | 129 |
| nand3 | 65 |
| a22oi | 64 |
| mux2i | 64 |
| o211ai | 64 |
| buf | 63 |
| clkbuf | 29 |
| nor2 | 12 |
| inv | 4 |
| nor3 | 3 |
## metal layers
layer,vias to the layer above,track usage,wire length (um)
met4,8,0.0256,1040
met3,96,0.135,10500
li1,5220,-,-
met5,-,0.00706,54
met2,868,0.251,27000
met1,6178,0.201,20100
## logic make-up (layout without fill, tap and decap cells)
group	count (synthesis)	count (layout)	synth area share
mux	256	256	0.224
fa+ha+maj	2	2	0.00113
flops	480	480	0.650
other cells	0	1	0
simple gates	220	220	0.0432
buf+inv	96	235	0.0217
xor+xnor	4	4	0.00158
compound gates	134	134	0.0591
Power figures rest on the tool's default switching activity, not on a simulated workload.
